--- config.mk ---
export PLATFORM = sky130hd
export DESIGN_NAME = counter
export DESIGN_NICKNAME = counter
export VERILOG_FILES = /design/flow/design.v
export SDC_FILE = /design/flow/constraint.sdc
export NUM_CORES = 4
export LEC_CHECK = 1
export CORE_AREA = 10 10 70 70
export DIE_AREA = 0 0 80 80
--- constraint.sdc ---
current_design counter

set clk_period 1.1
set clk_io_pct 0.2

create_clock -name clk0 -period $clk_period [get_ports {in}]

set non_clock_inputs [all_inputs -no_clocks]
set_input_delay [expr $clk_period * $clk_io_pct] -clock clk0 $non_clock_inputs
set_output_delay [expr $clk_period * $clk_io_pct] -clock clk0 [all_outputs]
--- design.v ---
module counter( in, rst, out );
	input in, rst;
	output [3:0] out;
	reg [3:0] out = 0;
	always @(posedge in or negedge rst )begin
		if( !rst )
			out <= 0;
		else if( out == 9 )
			out <= 0;
		else
			out <= out + 1 ;
	end
endmodule 
--- run.sh ---
#!/bin/bash
# OpenROAD 26Q1-2900-gdf79404cd8, Yosys 0.63+post, stock flow scripts
make -C /OpenROAD-flow-scripts/flow DESIGN_CONFIG=/design/flow/config.mk WORK_HOME=/design/flow/orfs finish
==> impl_metrics.py <==
# Metrics from the implementation run
metrics = {
    "final_timing": {
        "rsz0062_at_grt": "false",
        "slew_viol_final": 0,
        "hold_viol": 0,
        "tns_ps": 0,
        "max_freq_mhz": 957,
        "final.min_clock_period_ps": 1040,
        "fin_crit_sh_pct": 95.0,
        "setup_viol": 0,
        "finClkSkew_ps": 7.49,
        "worst_slew_pin_slew_ps": 216,
        "slew_headroom_pct": 85.4,
    },
    "die": {
        "io_pins": 6,
        "fp-utilization_pct": 4.76,
        "rows": 21,
        "die_h_microns": 80,
        "die_x_microns": 80,
        "chip_area_sq_um": 6400,
        "core_sq_um": 3420,
    },
    "flow_run": {
        "drv_cap": 0,
        "tool_warnings": 25,
    },
    "routing": {
        "ant_nets": 0,
        "routedWlPerCell_microns": 6.08,
        "first_pass_iters": 2,
        "drc": 0,
        "diodes": 0,
        "initialDrtViolationCount": 7,
        "vias_per_cell": 1.97,
        "wl_microns": 432,
        "num_vias": 140,
    },
    "grt": {
        "grt_max_degree": 6,
        "grt_pass1_wl_microns": 655,
        "first_global_vias": 144,
        "grt_overflow": 0,
        "antenna_found_initial": 0,
        "grt.total_usage_pct": 1.46,
    },
    "cells_and_area": {
        "layout-drive-gt1-share_pct": 28.0,
        "reg_top3": "out: 4 flops",
        "syn_to_final_growth_pct": 93.8,
        "largest_register_ffs": 4,
        "final-instance-count-excl-fill": 71,
        "top_register": "out",
    },
    "synthesis": {
        "top_area_share_pct": 61.5,
        "synthTopCellsByArea": "dfrtp_1 62%, inv_1 6.9%, mux2i_1 6.2%, o21ai_0 6.2%, a22o_1 5.4%",
        "synth_seq_share_pct": 61.5,
        "yosys_cells": 14,
        "synth-area-yosys_sq_um": 163,
        "syn_inst": 14,
        "ys_types": 8,
        "yosys_warnings": 1,
        "avgSynthCellArea_sq_um": 11.6,
        "mappedNetlistArea_sq_um": 163,
        "ys.flops": 4,
        "top_area_cell": "dfrtp_1",
    },
    "clocking": {
        "cts_tree": "done",
        "cts_hold_buffers": 0,
        "htree_levels": 1,
        "worstSkewPairLatency_ps": 240,
        "cts_root_buf": "clkbuf_4",
        "numClockSinks": 4,
        "clockBufferDepth": 2,
        "cts.clk_slew.worst_paths_ps": 40,
        "numCtsBuffers": 3,
    },
    "power": {
        "leakage_nw": 0.129,
        "total_power_mw": 0.339,
        "peakVddDrop_mv": 0.201,
        "power_density_nw_per_um2": 1080,
    },
    "critical_path": {
        "cp.required_ps": 880,
        "start_kind": "flop",
        "cp_slowest_cell": "dfrtp_1",
        "r2r_slack_ps": 90,
        "slowest_delay_ps": 400,
        "cp_top_family": "flip-flops",
        "worstSetupPathType": "flop to primary output",
        "arrival_ps": 820,
        "crit_chain": "clkdlybuf4s15_1",
        "crit_path_end_kind": "primary output",
        "critPathBufInv": 1,
        "crit_fanout": 4,
    },
    "placement": {
        "gp_congestion": 0.686,
        "numPortBuffers": 5,
        "dp.final_hpwl_microns": 337,
        "placed_cells": 67,
    },
    "run_status": {
        "status": "complete, no violations",
    },
    "worst_hold_path": {
        "min_path_type": "primary input to asynchronous set/reset pin",
    },
}
## power breakdown
group	switching [mW]	total (mW)	internal (mW)
clock network	0.0631	0.185	0.122
logic	0.00293	0.00609	0.00316
registers	0	0.148	0.148
## cell type report
class / count / area (sq um)
Multi-Input combinational cell: 7 / 51.3
Inverter: 3 / 11.3
Timing Repair Buffer: 8 / 72.6
Fill cell: 398 / 3100
Sequential cell: 4 / 100
Tap cell: 46 / 57.6
Clock buffer: 3 / 22.5
## stage by stage
| step | hold WS, ps | area (sq um) | utilization (%) | setup slack (ps) |
|---|---|---|---|---|
| CTS | 197 | 312 | 9.12 | 20.1 |
| floorplan | -75.6 | 163 | - | 239 |
| detailed placement | 455 | 285 | 8.35 | 9.59 |
| global route | 198 | 315 | 9.23 | 11.4 |
| finish | 189 | 315 | 9.23 | 55.3 |
| global placement | 449 | 285 | 8.35 | 28.6 |
## kinds of logic after synthesis
kind of cell | synth area share, %
muxes | 6.15
buffers and inverters | 6.92
xor gates and xnor gates | 5.39
DFF | 61.5
AOI/OAI and AO/OA | 16.2
and+or+nand+nor | 3.85
## synthesized netlist by cell type (all sizes together)
cell type  n
a22o       1
dfrtp      4
inv        3
mux2i      1
nand2      1
o211ai     1
o21ai      2
xnor2      1
## layer usage
layer | global-route usage [%] | share of wire (%) | vias to the layer above
met5 | 0 | 0 | -
met4 | 0.352 | 0 | 0
met3 | 2.39 | 27 | 0
met2 | 1.28 | 25 | 10
met1 | 1.60 | 48 | 61
li1 | - | - | 69
## layout by cell type, fill, tap and decap left out
cell,n
a22o_1,1
buf_4,3
clkbuf_4,3
clkdlybuf4s15_1,4
clkdlybuf4s50_1,1
dfrtp_1,4
inv_1,3
mux2i_1,1
nand2_2,1
o211ai_1,1
o21ai_0,2
xnor2_1,1
## what timing repair did
item | 4_1_cts | 5_1_grt
pin swaps | 0 | 0
resized | 5 | 3
endpoints found under the setup margin | 4 | 3
cloned | 0 | 0
buffers inserted | 1 | 0
## final timing paths
| kind | startpoint | to | cells past startpoint |
|---|---|---|---|
| worst max-delay path | out[1]$_DFF_PN0_ | out[1] | 1 |
| min in group clk0 | out[0]$_DFF_PN0_ | out[0]$_DFF_PN0_ | 2 |
| max in group asynchronous | rst | out[1]$_DFF_PN0_ | 1 |
| worst min register to register | out[0]$_DFF_PN0_ | out[0]$_DFF_PN0_ | 2 |
| worst min-delay path | rst | out[3]$_DFF_PN0_ | 1 |
| worst max register to register | out[3]$_DFF_PN0_ | out[3]$_DFF_PN0_ | 4 |
Power is estimated from default activity; no workload was simulated.
