==> ./config.mk <==
export PLATFORM = sky130hd
export DESIGN_NAME = hw04
export DESIGN_NICKNAME = hw04
export VERILOG_FILES = /design/flow/design.v
export SDC_FILE = /design/flow/constraint.sdc
export NUM_CORES = 4
export LEC_CHECK = 1
export CORE_UTILIZATION = 30
==> ./constraint.sdc <==
current_design hw04

set clk_period 4.8
set clk_io_pct 0.2

create_clock -name clk0 -period $clk_period [get_ports {CLOCK_50}]

set non_clock_inputs [all_inputs -no_clocks]
set_input_delay [expr $clk_period * $clk_io_pct] -clock clk0 $non_clock_inputs
set_output_delay [expr $clk_period * $clk_io_pct] -clock clk0 [all_outputs]
==> ./design.v <==
module hw04( 
				input CLOCK_50,
				input [3:0]KEY,
				input SMA_CLKIN,
				output reg LCD_ON,
				output reg LCD_RS,
				output reg LCD_RW,
				output reg LCD_EN,
				output reg [7:0] LCD_DATA
				);
reg [10:0] j;
reg [1:0] s;
reg [5:0] st;
reg [31:0] cnt;
reg [31:0] cnt1;
reg [7:0]out[9:0];
reg [3:0]n0;
reg [3:0]n1;
reg [3:0]n2;
reg [3:0]n3;
reg [3:0]n4;
reg [3:0]n5;
reg [3:0]n6;
reg [3:0]n7;
assign rst = KEY[0];
always @(posedge CLOCK_50 or negedge rst) begin
	if(!rst) begin
		cnt1 <= 0;
		s <= 0;
		out[8] <= 8'h48;
		out[9] <= 8'h7A;
		n0 <= 0;
		n1 <= 0;
		n2 <= 0;
		n3 <= 0;
		n4 <= 0;
		n5 <= 0;
		n6 <= 0;
		n7 <= 0;
	end
	else begin
		cnt1 <= cnt1+1;
		if(cnt1>=50_000_000) begin
			cnt1 <= 0;
			out[0] <= 8'h30 + n7;
			out[1] <= 8'h30 + n6;
			out[2] <= 8'h30 + n5;
			out[3] <= 8'h30 + n4;
			out[4] <= 8'h30 + n3;
			out[5] <= 8'h30 + n2;
			out[6] <= 8'h30 + n1;
			out[7] <= 8'h30 + n0;
			n0 <= 0;
			n1 <= 0;
			n2 <= 0;
			n3 <= 0;
			n4 <= 0;
			n5 <= 0;
			n6 <= 0;
			n7 <= 0;
		end
		else begin
			s <= {s[0],SMA_CLKIN};
			if(s==2'b01) begin
				n0 <= n0+1;
			end
			if(n0>9) begin
				 n0 <= 0;
				n1 <= n1+1;
			end
			if(n1>9) begin
				n1 <= 0;
				n2 <= n2+1;
			end
			if(n2>9) begin
				n2 <= 0;
				n3 <= n3+1;
			end
			if(n3>9) begin
				n3 <= 0;
				n4 <= n4+1;
			end
			if(n4>9) begin
				n4 <= 0;
				n5 <= n5+1;
			end
			if(n5>9) begin
				n5 <= 0;
				n6 <= n6+1;
			end
			if(n6>9) begin
				n6 <= 0;
				n7 <= n7+1;
			end
			if(n7>9) begin
				n7 <= 0;
			end
		end
	end
end
always @(posedge CLOCK_50 or negedge rst)begin
	if(!rst)begin
		cnt <= 0;
		st <= 0;
		j <= 0;
		LCD_DATA <= 0;
		LCD_RS <= 0;
		LCD_RW <= 0;
		LCD_EN <= 0;
		LCD_ON <= 1;
	end
	else begin
		case(st)
			0:	begin
				if(cnt >= 50000000) 
				begin
					cnt <= 0;
					st <= st + 1;
				end
				cnt <= cnt + 1;
			end
			1:	begin
				LCD_DATA <= 8'b00111000; 
				LCD_RS <= 0;
				LCD_RW <= 0;
				LCD_EN <= 1;
				st <= st + 1;
			end
			2:	begin
				LEDR <= 4;
				cnt <= cnt + 1;
				if(cnt >= 205000) 
				begin
					cnt <= 0;
					st <= st + 1;
					LCD_EN <= 0;
				end
			end
			3:	begin
				LEDR <= 8;
				LCD_DATA <= 8'b00111000; 
				LCD_RS <= 0;
				LCD_RW <= 0;
				LCD_EN <= 1;
				st <= st + 1;
			end
			4:	begin
				LEDR <= 0;
				cnt <= cnt + 1;
				if(cnt >= 50000) 
				begin
					cnt <= 0;
					st <= st + 1;
					LCD_EN <= 0;
				end
			end
			5:	begin
				LCD_DATA <= 8'b00111000; 
				LCD_RS <= 0;
				LCD_RW <= 0;
				LCD_EN <= 1;
				st <= st + 1;
			end
			6:	begin
				cnt <= cnt + 1;
				if(cnt >= 50000) 
				begin
					cnt <= 0;
					st <= st + 1;
					LCD_EN <= 0;
				end
			end
			7:	begin
				LCD_DATA <= 8'b00001100; 
				LCD_RS <= 0;
				LCD_RW <= 0;
				st <= st + 1;
			end
			8:	begin
				LCD_EN <= 1;
				cnt <= cnt + 1;
				if(cnt >= 50000) 
				begin
					cnt <= 0;
					st <= st + 1;
					LCD_EN <= 0;
				end
			end
			9:	begin
				LCD_DATA <= 8'b00000001; 
				LCD_RS <= 0;
				LCD_RW <= 0;
				st <= st + 1;
			end
			10: begin
				cnt <= cnt + 1;
				LCD_EN <= 1;
				if(cnt >= 76500) 
				begin
					cnt <= 0;
					st <= st + 1;
					LCD_EN <= 0;
				end
			end
			11:	begin
				LCD_DATA <= 8'b00000110; 
				LCD_RS <= 0;
				LCD_RW <= 0;
				st <= st + 1;
			end
			12: begin
				cnt <= cnt + 1;
				LCD_EN <= 1;
				if(cnt >= 50000) 
				begin
					cnt <= 0;
					st <= st + 1;
					LCD_EN <= 0;
				end
			end
			13: begin
				LCD_DATA <= 8'h80; 
				LCD_RS <= 0;
				LCD_RW <= 0;
				st <= st + 1;
			end
			14: begin
				cnt <= cnt + 1;
				LCD_EN <= 1;
				if(cnt >= 50000) 
				begin
					cnt <= 0;
					st <= st + 1;
					LCD_EN <= 0;
				end
			end
			15: begin
				LCD_DATA <= out[j]; 
				LCD_RS <= 1;
				LCD_RW <= 0;
				st <= st + 1;
			end
			16: begin
				cnt <= cnt + 1;
				LCD_EN <= 0;
				if(cnt >= 5000000) 
				begin
					cnt <= 0;
					st <= st + 1;
					LCD_EN <= 1;
				end
			end
			17: begin
				cnt <= cnt + 1;
				if(cnt >= 50000) 
				begin
					cnt <= 0;
					st <= st+1;
					LCD_EN <= 0;
				end
			end
			18: begin
				if(j<9) begin
					j <= j+1;
					st <= 15;
				end
				else begin
					j <= 0;
					st <= 13;
				end
			end
			default: begin
				st <= 0;
			end
		endcase
	end
end
endmodule
==> ./run.sh <==
#!/bin/bash
# OpenROAD 26Q1-2900-gdf79404cd8, Yosys 0.63+post, stock flow scripts
make -C /OpenROAD-flow-scripts/flow DESIGN_CONFIG=/design/flow/config.mk WORK_HOME=/design/flow/orfs finish
==> GITHUB_STEP_SUMMARY <==
## Synthesis and layout report

| Metric | Value |
|---|---|
| Status | complete, no violations |
| Leakage | between 0.003 and 0.004 uW |
| Synthesis-to-finish area growth | 12.3% |
| Core area | about 0.026 sq mm |
| Antenna Cells | 0 |
| CTS Buffer Depth | 2 |
| Max VDD drop | 0.247 mV |
| First-pass DRT Iterations | 21 |
| Sw Pwr | 767 uW |
| Syn Area/Cell | approximately 10 sq um |
| Top cells excl fill/tap | 124 x dfrtp_1, 92 x nor2_1, 54 x nand2_1 |
| CP required | 5.09 ns |
| Vias | roughly 5.5k |
| CP Buf/Inv Count | 1 |
| Dominant logic cell type in the layout | dfrtp_1 |
| Starting Density | 30.6% |
| Tool warnings | 54 |
| Uppermost layer routed | met4 |
| Critical path launch point type | register |
| CP delay by family, top | simple AND/OR/NAND/NOR gates |
| I/O pin count | 18 |
| Met3 Routed Length | 739 um |
| GR Overflow Total | 0 |
| Post-synth cell types | a little over 70 |
| Path type of the worst min-delay path | reg2reg |
| Fin worst setup slack | 1.63 ns |
| CTS tree | done |
| Critical Path End Type | register |
| Final clock skew | 0.00723 ns |
| Post-route antenna net violation count | 0 |
| Pre-CTS setup slack | 1.62 ns |
| Gr usage total | 12.1% |
| Input/output buffers | 12 |
| Pins Over Slew Limit | 0 |
| Synth warn | 7 |
| Synthesized cell area | 0.00801 sq mm |
| Maxcap violations | 0 |
| Initial antenna violation count | 0 |
| Vias/cell | 4.86 |
| Setup tns final | 0 ns |
| Die ar. | 0.0273 sq mm |
| Core Util, Final | about a third |
| Met1 wire length | 7.47 mm |
| Power share of the sequential group | 48.1% |
| Final worst-path cycle share | 66.1% |
| Latency at later pin | 0.42 ns |
| Largest net degree at the start of global routing | 62 |
| GPL Wtd Cong | slightly below 0.9 |
| Met2 routed WL | a little under 7 mm |
| Reg2reg start | cnt[30]$_DFFE_PN0P_ |
| WP depth | 8 |
| Row Count | 59 |
| Synth Instances | 786 |
| Sw frac | 25.6% |
| Reg2reg end | cnt[23]$_DFFE_PN0P_ |
| R2R depth | 8 |
| Die span in y | 165 um |
| #FFs+latches synth | between 150 and 200 |
| Clk pwr share | 41.8% |
| First-pass GRT wire length | about 26 mm |
| Post-synth top flop | dfrtp_1 |
| Capture point of the critical path | cnt[23]$_DFFE_PN0P_ |
| Design area | 0.00899 sq mm |
| Setup Viol. Count Final | 0 |
| Crit path from | cnt[30]$_DFFE_PN0P_ |
| Final hold violations | 0 |
| Vias in the first global route | 5193 |
| Placed inst area | 0.00844 sq mm |
| Crit-path max cell delay | 0.64 ns |
| Unrepaired setup endpoints after global routing | false |
| Most frequent CP cell | nor2_1 |
| Yosys chip area | roughly 0.0080 sq mm |
| CP arrival | 3.47 ns |
| Internal power | 2230 uW |
| H-tree Lvls | 4 |
| Final HPWL DP | 10.2 mm |
| Drt first-iter violations | 438 |
| Share of cells above drive strength 1 | roughly 7.0% |
| Fin crit period | 3.17 ns |
| Post-synthesis cell count from yosys | 786 |
| Clock sink total | 156 |
| Setup repair bufs after CTS | 0 |
| Reg2Reg Setup Slack | 1.63 ns |
| Sequential fraction of the synthesis area | 50.8% |
| Number of synthesized flops with an enable pin | 32 |
| Post-CTS Resized | 0 |
| Comb power frac | 10.1% |
| DRC | 0 |
| Power Total | 3000 uW |
| Root buffer cell | clkbuf_16 |
| Chip width | 165 um |
| Wire per inst | 13.3 um |
| # hold bufs at CTS | 0 |
| Clock transition at path regs | 0.06 ns |
| Tightest Pin Transition | 0.857 ns |
| Fmax achieved | 315 MHz |
| Post-synth ARST share | 79.5% |
| CP max FO | 19 |
| Routed WL | 15.1 mm |
| Rel. slew slack | 42.4% |
| Setup CP Type | reg2reg |
| CTS Buf Count | 17 |
| Slowest cell on the critical path | or4_1 |
| Power per Cell Area | 333 mW/mm^2 |
| CP cell instances | or4_1, nor2_1, nand4_1, and4b_1, or4_4, nor2_2, buf_4, nor2_1 |
metal layers:
| metal | vias to the layer above | global-route usage, % |
|---|---|---|
| li1 | 2769 | - |
| met1 | 2650 | 19.5 |
| met2 | 100 | 17.6 |
| met3 | 5 | 2.55 |
| met4 | 0 | 1.45 |
| met5 | - | 0 |
power by group through the flow:
stage	clock (uW)	sequential (uW)	combinational (uW)
4_1_cts	1290	1440	307
5_1_grt	1340	1450	351
6_report	1250	1440	303
logic make-up (layout without fill, tap and decap cells):
logic type / Yosys count / after routing / share of synthesized area (%)
flops: 156 / 156 / 50.8
buf+inv: 73 / 81 / 3.81
mux: 16 / 16 / 2.09
other cells: 2 / 9 / 0.0938
simple gates: 313 / 313 / 19.7
fa+ha+maj: 36 / 36 / 5.63
xor+xnor: 66 / 66 / 7.22
compound gates: 124 / 124 / 10.7
worst min path at each step:
stage,cells past startpoint,to,start
final,1,cnt1[0]$_DFF_PN0_,cnt1[0]$_DFF_PN0_
after global routing,1,cnt1[0]$_DFF_PN0_,cnt1[0]$_DFF_PN0_
after CTS,1,cnt1[0]$_DFF_PN0_,cnt1[0]$_DFF_PN0_
synthesized netlist by cell type, types with 5 or more instances:
cell       instances  area share (%)
a211oi_1           6            0.56
a21oi_1           26             1.6
a22oi_1            7            0.66
and2_1            10            0.78
and3_1            15             1.2
and4_1             5            0.55
clkbuf_1          32             1.5
dfrtp_1          124              39
edfxtp_1          32              12
ha_1              36             5.6
inv_1             30             1.4
mux2_2             6            0.84
mux2i_1           10             1.3
nand2_1           54             2.5
nand2b_1           5            0.39
nand3_1           27             1.7
nand3b_1           5            0.47
nand4_1           17             1.3
nor2_1            92             4.3
nor2b_1            8            0.63
nor3_1            39             2.4
nor4_1             6            0.47
o2111ai_1          5            0.55
o21a_1             8            0.75
o21ai_0           27             1.7
o31ai_1            5            0.47
or3_1             10            0.78
or4_1              5            0.47
xnor2_1           24             2.6
xor2_1            42             4.6
state kept, by name, summed over array words and instances, names as in the netlist:
register	flops
LCD_EN	1
n1	4
n6	4
LCD_DATA	7
n2	4
out	32
n0	4
n3	4
cnt1	32
n4	4
n7	4
j	11
n5	4
st	6
s	2
cnt	32
LCD_RS	1
through the flow:
stage                     std cells  hold slack, ns
final                          1136           0.463
after global routing           1136           0.499
after CTS                      1136           0.470
after detailed placement       1104           0.461
after global placement         1104           0.455
after floorplan                 793           0.414
final cells by class:
cell class,count,area [sq um]
inverters,30,113
well taps,335,419
multi-input cells,564,3670
repair buffers,19,170
flip-flops and latches,156,4060
clock buffers,19,433
clock inverters,13,118
fillers,2594,17100
Power and IR drop assume default switching activity.
