### /design/flow/design.v
module SEG_HEX( iDIG, oHEX_D);
input	  [3:0]   iDIG; 
output	  [6:0]	  oHEX_D;   
reg	  [6:0]	  oHEX_D;	
always @(iDIG) 
    begin
			case(iDIG)
			4'h0: oHEX_D <= 7'b1000000;  
			4'h1: oHEX_D <= 7'b1111001;  
			4'h2: oHEX_D <= 7'b0100100;  
			4'h3: oHEX_D <= 7'b0110000;  
			4'h4: oHEX_D <= 7'b0011001;  
			4'h5: oHEX_D <= 7'b0010010;  
			4'h6: oHEX_D <= 7'b0000010;  
			4'h7: oHEX_D <= 7'b1111000;  
			4'h8: oHEX_D <= 7'b0000000;  
			4'h9: oHEX_D <= 7'b0011000;  
			4'ha: oHEX_D <= 7'b0001000;  
			4'hb: oHEX_D <= 7'b0000011;  
			4'hc: oHEX_D <= 7'b1000110;  
			4'hd: oHEX_D <= 7'b0100001;  
			4'he: oHEX_D <= 7'b0000110;  
			4'hf: oHEX_D <= 7'b0001110;  
	     default: oHEX_D <= 7'b1000000;  
			endcase
		end
endmodule
module hw03( CLOCK_50, KEY, HEX0, HEX1, HEX2, HEX3, HEX4, HEX5, HEX6, HEX7, RXD);
	input CLOCK_50;
	input [3:0] KEY;
	input RXD;
	output [6:0] HEX0;
	output [6:0] HEX1;
	output [6:0] HEX2;
	output [6:0] HEX3;
	output [6:0] HEX4;
	output [6:0] HEX5;
	output [6:0] HEX6;
	output [6:0] HEX7;
	integer i;
	reg [1:0] ng;  
	reg [3:0] d0;
	reg [3:0] d1;
	reg [3:0] d2;
	reg [3:0] d3;
	reg [3:0] d4;
	reg [3:0] d5;
	reg [3:0] d6;
	reg [3:0] d7;
	reg [1:0] state; 
	reg [31:0] cnt;
	reg [31:0] data;
	reg cnting;
	assign rst = KEY[0];
	always @(posedge CLOCK_50 or negedge rst)begin
		if(!rst)begin
			i <= 0;
			ng <= 2'b11;
			d0 <= 0;
			d1 <= 0;
			d2 <= 0;
			d3 <= 0;
			d4 <= 0;
			d5 <= 0;
			d6 <= 0;
			d7 <= 0;
			cnt <= 0;
			state <= 0;
			data <= 0;
			cnting <= 0;
		end
		else begin
			ng = {ng[0],RXD};
			case (state)
				0 : begin
					if(ng == 2'b10)begin
						if(cnt >= 641250 && cnt <= 708750)begin
							state <= 1;	
						end
						cnt <= 0;
					end
					else begin
						cnt <= cnt + 1;
					end
				end
				1 : begin
					if(i>31) begin
						state <= 2;
						i <= 0;
					end
					if(ng == 2'b10)begin
						if(i>=0 && i<=31)begin
							if( cnt >= 53200 && cnt <= 58800 )	begin
								data[i] <= 0;
								i <= i+1;
							end
							else if( cnt >= 106875 && cnt <= 118125 ) begin
								data[i] <= 1;
								i <= i+1;
							end
							else begin
								state <= 0;
							end
							cnt <= 0;
						end
					end
					else begin
						cnt <= cnt + 1;
					end
				end
				2 : begin										
					d0 <= data[27:24];
					d1 <= data[31:28];
					d2 <= data[19:16];
					d3 <= data[23:20];
					d4 <= data[3:0];
					d5 <= data[7:4];
					d6 <= data[11:8];
					d7 <= data[15:12];
					state <= 0;
					data <= 0;
				end
				default : state <= 0 ;
			endcase
		end
	end
	SEG_HEX s0(
		.iDIG(d0),
		.oHEX_D(HEX0)
	);
	SEG_HEX s1(
		.iDIG(d1),
		.oHEX_D(HEX1)
	);
	SEG_HEX s2(
		.iDIG(d2),
		.oHEX_D(HEX2)
	);
	SEG_HEX s3(
		.iDIG(d3),
		.oHEX_D(HEX3)
	);
	SEG_HEX s4(
		.iDIG(d4),
		.oHEX_D(HEX4)
	);
	SEG_HEX s5(
		.iDIG(d5),
		.oHEX_D(HEX5)
	);
	SEG_HEX s6(
		.iDIG(d6),
		.oHEX_D(HEX6)
	);
	SEG_HEX s7(
		.iDIG(d7),
		.oHEX_D(HEX7)
	);
endmodule 
### /design/flow/run.sh
#!/bin/bash
# OpenROAD 26Q1-2900-gdf79404cd8, Yosys 0.63+post, stock flow scripts
make -C /OpenROAD-flow-scripts/flow DESIGN_CONFIG=/design/flow/config.mk WORK_HOME=/design/flow/orfs finish
### /design/flow/config.mk
export PLATFORM = sky130hd
export DESIGN_NAME = hw03
export DESIGN_NICKNAME = hw03
export VERILOG_FILES = /design/flow/design.v
export SDC_FILE = /design/flow/constraint.sdc
export NUM_CORES = 4
export LEC_CHECK = 1
export CORE_UTILIZATION = 30
### /design/flow/constraint.sdc
current_design hw03

set clk_period 5.2
set clk_io_pct 0.2

create_clock -name clk0 -period $clk_period [get_ports {CLOCK_50}]

set non_clock_inputs [all_inputs -no_clocks]
set_input_delay [expr $clk_period * $clk_io_pct] -clock clk0 $non_clock_inputs
set_output_delay [expr $clk_period * $clk_io_pct] -clock clk0 [all_outputs]
==> impl_metrics.toml <==
# implementation run metrics
[timing]
max_freq_mhz = 219.7
hold_viol_final = 0
slew_headroom_pct = 48.04
skew_ns = 0.01154
tightestPinTransition_ns = 0.7794
period_needed_ns = 4.552
tns_ns = 0
hold_ws_ns = 0.4761
setup-violations-final = 0
timing.final.crit_share_pct = 87.53
maxSlewViolCount = 0
rsz0062_at_grt = "no"

[clock_network]
ctsHtreeMaxLevel = 4
postCtsResizedCells = 0
cts_root_buf = "clkbuf_16"
cts_tree = "built"
postCtsSetupBuffers = 0
clock_latency_ns = 0.42
path_clk_slew_ns = 0.06
cts_buffer_depth = 2
postCtsHoldBufs = 0
clock-sinks = 132
cts_inserted_buffers = 17

[route]
drt_iter0_drc = 634
wirelength_um = 26160
remaining_drc_errors = 0
wire_per_inst_um = 15.15
n_antenna_cell = 0
avgViaCountPerCell = 5.467
dr_total_vias = 9436
dr.pass1.iters = 4
antenna_left = 0

[global_routing]
antenna_found_initial = 0
grt_overflow_total = 0
grt_pass1_vias = 8604
grt_pass1_wl_um = 43610
grt_max_degree = 69
grtUsageTotal_pct = 15.80

[job]
warnings = 64
maxCapViolations = 0

[floorplan]
placementRows = 66
initCoreUtil_pct = 30.76
io_pins = 62
core_area_um2 = 32780
die_h_um = 185.3
fp.dieW_um = 185.3
dieArea_um2 = 34350

[power]
leakagePower_nw = 4.833
ir_drop_v = 0.0002111
power_density_nw_per_um2 = 201.1
power_w = 0.002345

[synthesis]
ys.flops = 132
ys_seq_share_pct = 32.78
edf_count = 0
ys_types = 85
synth.cell_area_um2 = 10080
yosys_area_um2 = 10080
yosys.area.top_type_share_pct = 32.26
ys_async_sr_fraction_pct = 100.0
ys_cells = 1255
top_cell = "dfrtp_1"
synth.yosys.warnings = 3
synth_area_leader_cell = "dfrtp_1"
synthCells = 1255
ys.flop_type = "dfrtp_1"
area_leaders = "dfrtp_1, o21ai_0, ha_1"
yosys-top-cells-count = "dfrtp_1, nor2_1, o21ai_0"
synth.avg_cell_area_um2 = 8.036

[placement]
portBuffers = 58
hpwl_um = 18210
gp_congestion = 0.9013

[min_path]
whs_path_depth = 2
hp-class = "flop to flop"

[cells_and_area]
n_fill_cell = 3310
comb_area_um2 = 6215
layout-drive-gt1-share_pct = 7.944
final_util_pct = 35.57
regArea_um2 = 3307
syn_to_final_growth_pct = 15.62

[setup_path]
startpoint_type = "flop"
worstRegToRegCells = 12
crit_required_ns = 5.50
critPathMaxFanout = 38
critPathCaptureType = "flop"
worstPathArrival_ns = 4.86
critPathKind = "flop to flop"

[run_status]
status = "complete, no violations"
sequential cells by signal (all words and copies together) (netlist names):
| register | count |
|---|---|
| cnt | 32 |
| data | 32 |
| i | 32 |
| d0 | 4 |
| d1 | 4 |
| d2 | 4 |
| d3 | 4 |
| d4 | 4 |
| d5 | 4 |
| d6 | 4 |
| d7 | 4 |
| state | 3 |
| ng | 1 |
metrics by stage:
stage          setup slack [ns]  area, um2  std cells
5_1_grt                  0.3844      11660       1726
4_1_cts                  0.6760      11660       1726
2_1_floorplan             1.160      10080       1255
6_report                 0.6484      11660       1726
3_3_place_gp             0.7175      11070       1695
3_5_place_dp             0.6975      11070       1695
worst max-delay path, stage by stage, from the launching register on:
cell and delay (ns):
dfrtp_1 0.50, inv_1 0.10, ha_1 0.30, or4b_1 0.64
nor4_2 0.49, nand4_1 0.17, xnor2_1 0.18, or4b_1 0.52
mux2_4 0.30, nor4_4 0.26, buf_4 0.36, a31oi_1 0.20
a221o_1 0.39
final timing paths:
path / start / end / slack, ns
max in group asynchronous: KEY[0] / data[17] / 3.60
worst min-delay path: data[13] / d7[1] / 0.48
worst max register to register: i[1] / data[11] / 0.65
worst max-delay path: i[1] / data[11] / 0.65
worst min register to register: data[13] / d7[1] / 0.48
min in group asynchronous: KEY[0] / cnt[13] / 0.54
cells by family (layout without fill, tap and decap cells):
kind of cell             Yosys count  count (layout)  synth area share [%]
AND-OR/OR-AND                    356             356                 23.19
adder cells (fa/ha/maj)           47              47                 5.831
AND/OR/NAND/NOR                  521             521                 27.15
buffers and inverters            141             170                 5.595
flip-flops                       132             132                 32.78
XOR/XNOR                          34              34                 2.953
multiplexers                      24              24                 2.506
report_power, final:
part / internal (W) / switching [W] / leakage (nW)
registers: 0.00104 / 0.0000233 / 1.81
logic: 0.0000206 / 0.0000444 / 2.74
clock network: 0.000752 / 0.000466 / 0.279
total: 0.00181 / 0.000533 / 4.83
layout by cell type (no fill, tap or decap), types with 8 or more instances in the layout:
master and n:
nand2b_1 10, a31oi_1 23, nand2_1 113, nor3_1 34
nand3_1 54, and3_1 27, clkbuf_16 17, or4_1 8
nor2b_1 14, a21o_1 9, and2_1 11, a41oi_1 9
and4_1 11, xor2_1 18, a21oi_1 59, o31ai_1 20
o21ai_0 122, inv_1 50, o22ai_1 8, ha_1 47
dfrtp_1 129, nand4_1 27, o32ai_1 8, or3_1 19
or2_2 10, clkdlybuf4s50_1 57, mux2i_1 17, xnor2_1 16
nor2_1 123, nor4_1 22, a41o_1 9, a22o_1 16
buf_4 29
final cells by class:
| cell class | instances | area share [%] |
|---|---|---|
| Clock buffer | 19 | 3.713 |
| Clock inverter | 12 | 1.352 |
| Inverter | 52 | 1.674 |
| Multi-Input combinational cell | 982 | 53.30 |
| Sequential cell | 132 | 28.36 |
| Tap cell | 442 | 4.743 |
| Timing Repair Buffer | 87 | 6.857 |
layer usage:
metal  up-vias  global-route usage (%)  share of wire [%]  routed length (um)
li1       4671                       -                  -                   -
met1      4470                   23.86                 48               12510
met2       260                   24.34                 45               11660
met3        35                   2.505                5.6                1473
met4         0                   2.909                2.0                 513
met5         -                       0                  0                   0
No activity file was given, so power comes from the tool's default toggle rates.
